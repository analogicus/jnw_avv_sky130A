File: design/flow/run.sh
#!/bin/bash
# OpenROAD 26Q1-2900-gdf79404cd8, Yosys 0.63+post, stock flow scripts
make -C /OpenROAD-flow-scripts/flow DESIGN_CONFIG=/design/flow/config.mk WORK_HOME=/design/flow/orfs finish
File: design/flow/config.mk
export PLATFORM = sky130hd
export DESIGN_NAME = bgDig
export DESIGN_NICKNAME = bgDig
export VERILOG_FILES = /design/flow/design.v
export SDC_FILE = /design/flow/constraint.sdc
export NUM_CORES = 4
export LEC_CHECK = 1
export CORE_UTILIZATION = 30
File: design/flow/constraint.sdc
current_design bgDig

set clk_period 4.3
set clk_io_pct 0.2

create_clock -name clk0 -period $clk_period [get_ports {clk}]

set non_clock_inputs [all_inputs -no_clocks]
set_input_delay [expr $clk_period * $clk_io_pct] -clock clk0 $non_clock_inputs
set_output_delay [expr $clk_period * $clk_io_pct] -clock clk0 [all_outputs]
File: design/flow/design.v
`default_nettype none
module bgDig (
    input wire clk,
    input wire reset,
    input wire cmp,
    output logic PI1,
    output logic PI2,
    output logic PII1,
    output logic dummy,
    output logic PII2,
    output logic PA,
    output logic PB,
    output logic PC,
    output logic PD,
    output logic s_BG2CMP,
    output logic src_n,
    output logic snk,
    output logic cmp_p1,
    output logic cmp_p2,
    output logic rst,
    output logic valid,
    output logic preChrg,
    output logic setupBias
    );
parameter   PRECHARGE=0,
            DIODE=1,
            BIGDIODE=2,
            HCHARGE=3,
            LCHARGE=4,
            OUTPUT=5,
            BLANKDIODE=6,
            BLANKBIGDIODE=7,
            INTERMEDIATE=8,
            SMPLCMP=9,
            BANDGAP=10;
logic [3:0] state;
logic [3:0] afterBlank;
logic [5:0] count;
logic [5:0] setupCount;
logic [5:0] syState;
logic       Hcharged;
logic       Lcharged;
logic [6:0] setupDone;
logic       snk_ctrl;
logic       src_ctrl;
logic       intermCmp;
logic [2:0] cmpCount;
always_ff @(posedge clk or posedge reset) begin
    if(reset)
        rst <= 1'b1;
    else
        rst <= 1'b0;
end
initial begin
    syState = PRECHARGE;
    state = PRECHARGE;
    cmpCount = 0;
    cmp_p1 = 1'b1;
    cmp_p2 = 1'b0;
    snk_ctrl = 1'b0;
    src_ctrl = 1'b0;
end
assign cmp_p2 = ~cmp_p1;
always_ff @(posedge clk) begin
    if (rst) begin
        state <= PRECHARGE;
    end
    else begin
        if (syState == BANDGAP) begin
            case(state)
                BLANKDIODE: begin
                    preChrg <= 0;
                    count <= 0;
                    PA <= 0;
                    PB <= 0;
                    PC <= 0;
                    PD <= 0;
                    if (afterBlank == DIODE) begin
                        PII1 <= 1;
                    end else begin
                        PII1 <= 0;
                    end
                    state <= afterBlank;
                    if (afterBlank == BLANKBIGDIODE) begin
                        afterBlank <= BIGDIODE;
                    end
                end
                DIODE: begin
                    count <= count + 1; 
                    PII2 <= 1;
                    if(count > 4) begin
                        cmp_p1 <= ~cmp_p1;
                        PII2  <= 0;
                        count <= 0;
                        if (setupDone > 0) begin
                            if (setupDone == 1) begin
                                state <= BLANKDIODE;
                                afterBlank <= OUTPUT;
                            end else if (!Hcharged) begin
                                afterBlank <= HCHARGE;
                                state <= BLANKDIODE;
                            end else begin
                                afterBlank <= LCHARGE;
                                state <= BLANKDIODE;
                            end
                        end else begin
                            afterBlank <= BLANKBIGDIODE;
                            state <= BLANKDIODE;
                        end
                    end
                end
                BLANKBIGDIODE: begin
                    count <= 0;
                    PA <= 0;
                    PB <= 0;
                    PC <= 0;
                    PD <= 0;
                    if (afterBlank == BIGDIODE) begin
                        intermCmp <= cmp;
                        PI1 <= 1;
                    end else begin
                        PI1 <= 0;
                    end
                    state <= afterBlank;
                    if (afterBlank == BLANKDIODE) begin
                        afterBlank <= DIODE;
                    end
                end
                BIGDIODE: begin
                    PI2  <= 1;
                    if (cmp == intermCmp ) begin
                        if (cmp) begin
                            src_n <= 1;
                            snk <= 0;
                        end else begin
                            src_n <= 0;
                            snk <= 1;
                            if (setupDone == 0) begin
                                setupCount <= setupCount + 1;
                                if (setupCount == 2) begin
                                    setupDone <= 1;
                                    setupBias <= 0;
                                end
                            end 
                        end
                    end else if (count > 5) begin
                        count <= 0;
                        PI2  <= 0;
                        snk <= 0;
                        src_n <= 0;
                        state <= BLANKBIGDIODE;
                        afterBlank <= BLANKDIODE;
                    end else begin
                        count <= count + 1;
                    end
                end
                HCHARGE: begin
                    count <= count + 1;
                    PA <= 1;
                    PB <= 1;
                    s_BG2CMP <= 1;
                    if (count > 5) begin
                        intermCmp <= cmp;
                        count <= 0;
                        if (Lcharged == 1) begin
                            state <= OUTPUT;
                            PA <= 0;
                            PB <= 0;
                        end else begin
                            Hcharged <= 1;
                            state <= BLANKBIGDIODE;
                            afterBlank <= BIGDIODE;
                        end
                    end
                end
                LCHARGE: begin
                    count <= count + 1;
                    PA <= 1;
                    PC <= 1;
                    s_BG2CMP <= 1;
                    if (count > 5) begin
                        count <= 0;
                        intermCmp <= cmp;
                        if (Hcharged == 1 ) begin
                            PA <= 0;
                            PC <= 0;
                            state <= OUTPUT;
                        end else begin
                            Lcharged <= 1;
                            state <= BLANKBIGDIODE;
                            afterBlank <= BIGDIODE;
                        end
                    end
                end
                OUTPUT: begin
                    if (count < 2) begin
                        count <= count + 1;
                    end else begin
                        count <= 0;
                        state <= BLANKBIGDIODE;
                        afterBlank <= BIGDIODE;
                    end
                    PB <= 1;
                    PC <= 1;
                    PD <= 1;
                    Lcharged <= 0;
                    Hcharged <= 0;
                    if (setupDone < 14) begin
                        setupDone <= setupDone + 1;
                        PA <= 1;
                        state <= OUTPUT;
                    end else begin
                        PA <= 0;
                        s_BG2CMP <= 1;
                    end
                end
        endcase
        end else begin
            case(state)
                PRECHARGE: begin
                    if (count > 40) begin
                        state <= BLANKDIODE;
                        afterBlank <= DIODE;
                        count <= 0;
                        preChrg <= 0;
                        preChrg <= 0;
                    end
                    else begin
                        count <= count + 1;
                        preChrg <= 1;
                        setupBias <= 1;
                        cmp_p1 <= ~cmp_p1;
                    end
                    s_BG2CMP <= 1;
                    PI2 <= 0;
                    PII2 <= 0;
                    PII1 <= 0;
                    PI1 <= 0;
                    PA <= 0;
                    PB <= 1;
                    PC <= 1;
                    PD <= 1;
                    valid <= 0;
                    Hcharged <= 0;
                    Lcharged <= 0;
                end
                BLANKDIODE: begin
                    preChrg <= 0;
                    count <= 0;
                    PA <= 0;
                    PB <= 0;
                    PC <= 0;
                    PD <= 0;
                    if (afterBlank == DIODE) begin
                        PII1 <= 1;
                    end else begin
                        PII1 <= 0;
                    end
                    state <= afterBlank;
                    if (afterBlank == BLANKBIGDIODE) begin
                        afterBlank <= BIGDIODE;
                    end
                end
                DIODE: begin
                    count <= count + 1; 
                    PII2 <= 1;
                    if(count > 5) begin
                        state <= BLANKDIODE;
                        afterBlank <= BLANKBIGDIODE;
                        PII2  <= 0;
                    end else begin
                        state <= DIODE;
                    end
                end
                BLANKBIGDIODE: begin
                    count <= 0;
                    PA <= 0;
                    PB <= 0;
                    PC <= 0;
                    PD <= 0;
                    if (afterBlank == BIGDIODE) begin
                        PI1 <= 1;
                    end else begin
                        PI1 <= 0;
                    end
                    state <= afterBlank;
                    if (afterBlank == BLANKDIODE) begin
                        syState <= BANDGAP;
                        state <= BLANKBIGDIODE;
                        afterBlank <= BIGDIODE;
                    end
                end
                BIGDIODE: begin
                    count <= count + 1;
                    PI2 <= 1;
                    if (count > 14) begin
                        count <= 0;
                        syState <= BANDGAP;
                        intermCmp <= cmp;
                    end else begin
                        state <= BIGDIODE;
                    end
                end
            endcase 
        end 
    end
end
endmodule
==> flow_metrics.tcl <==
# metrics dict for downstream scripts
set metrics [dict create \
    h-tree-depth 2 \
    hp-class "reg2reg" \
    clockBufferDepth 2 \
    reg2reg_from "state[1]$_SDFFE_PP0P_" \
    internal_power_w 0.00102 \
    swShare 0.393 \
    clockRootBuffer "clkbuf_8" \
    worstSetupStartpoint "state[1]$_SDFFE_PP0P_" \
    cts_hold_buf 0 \
    cp.arrival_ns 2.66 \
    slowest_stage "dfxtp_1" \
    critPathMaxStageDelay_ns 0.78 \
    worst_ir_drop_vdd_mv 0.161 \
    antenna_left 0 \
    yosys.area.top_type "edfxtp_1" \
    dpl.hpwl_microns 5030 \
    timing.final.crit_share 0.632 \
    drive_gt1_frac 0.0638 \
    hold_violations 0 \
    hold_start "cmp_p1$_DFFE_PP_" \
    n_antenna_cell 0 \
    yosys_area_sq_um 2940 \
    maxCapViolCount 0 \
    slew_viol_final 0 \
    clk_pin_slew_worst_paths_ns 0.08 \
    synthCells 322 \
    numPortBuffers 16 \
    ys_top_cells_by_area "edfxtp_1 41%, a21oi_1 5.4%, nor2_1 5.1%" \
    fin_skew_ns 0.00304 \
    yosysWarnings 3 \
    warnings 30 \
    netlist.area_leader.share 0.408 \
    floorplan.core_util 0.314 \
    die_y_microns 101 \
    setup.worst_path.class "reg2reg" \
    place_congestion 0.914 \
    grt_usage 0.149 \
    num_vias 2420 \
    syn2layout_area_growth_pct 11.5 \
    fmax_mhz 368 \
    setup_viol 0 \
    cp_cell_sequence "nor4b_1 > nand4_1 > nor3_1 > nor2_1 > nor2_1" \
    relSlewSlack 0.427 \
    combPwrFrac 0.385 \
    leakage_nw 1.11 \
    numCtsBuffers 5 \
    p_sw_w 0.000658 \
    insertion_delay_ns 0.29 \
    fin_hold_ws_ns 0.556 \
    postCtsSetupBuffers 0 \
    ys.flops 45 \
    ys_seq_frac 0.444 \
    fillers 986 \
    grt_pass1_wl_microns 11500 \
    edf_count 40 \
    die_area_sq_um 10200 \
    first_pass_iters 4 \
    antenna_found_initial 0 \
    common_cells "40 x edfxtp_1, 40 x nor2_1, 32 x a21oi_1, 21 x o21ai_0, 19 x nand2_1" \
    grt_max_degree 25 \
    logic_area_sq_um 1470 \
    globalRoute.totalOverflow 0 \
    ioPinCount 21 \
    end_kind "flop" \
    worst_slew_pin_slew_ns 0.857 \
    seqPwrFrac 0.429 \
    chipWidth_microns 101 \
    cts.sinks 45 \
    finalCriticalPeriod_ns 2.72 \
    status "finished, final reports clean" \
    rsz0062_at_grt "no" \
    coreArea_sq_um 9370 \
    start_kind "flop" \
    tns_ns 0 \
    crit_required_ns 4.24 \
    seq_area_sq_um 1310 \
    powerDensity_nw_per_um2 510 \
    clock_power_share 0.185 \
    drc 0 \
    avgSynthCellArea_sq_um 9.14 \
    synth_top_flop_cell "edfxtp_1" \
    ys_cells 322 \
    totalWireLength_microns 7090 \
    async_flop_share 0.0222 \
    row_count 35 \
    critPathMostFrequentCell "nor2_1" \
    syn_area_sq_um 2940 \
    crit_fanout 24 \
    dr.first_iter.drc_count 167 \
    drt-vias-per-instance 5.28 \
    grt_pass1_vias 2245 \
    cts_tree "built" \
    wire_per_inst_microns 15.5 \
    cts_resized 0 \
    synth_cell_types 62 \
]
-- per-layer routing --
metal  routed length [microns]  share of wire  track usage
met1                      3440           0.49        0.245
met2                      3170           0.45        0.218
met3                       387          0.055       0.0162
met4                        97          0.014       0.0312
met5                         0              0            0
-- worst paths after layout --
path / end / slack (ns) / cells after the start
worst max-delay path: setupDone[4]$_SDFFCE_PN0P_ / 1.58 / 5
worst min-delay path: cmp_p1$_DFFE_PP_ / 0.56 / 1
worst max register to register: setupDone[4]$_SDFFCE_PN0P_ / 1.58 / 5
worst min register to register: cmp_p1$_DFFE_PP_ / 0.56 / 1
max in group asynchronous: rst$_DFF_PP1_ / 3.43 / 2
min in group asynchronous: rst$_DFF_PP1_ / 0.85 / 2
-- cell type report --
cell class	count	area share
multi-input combinational	242	0.449
sequential	45	0.399
timing repair buffer	17	0.0511
tap	129	0.0492
clock buffer	5	0.0210
inverter	18	0.0206
clock inverter	2	0.0107
-- layout by cell type, fill, tap and decap left out, types with 2 or more instances in the layout --
| master | instances |
|---|---|
| and2_1 | 5 |
| o21ai_0 | 21 |
| nor3_1 | 6 |
| a211oi_1 | 4 |
| a2111oi_0 | 2 |
| xor2_1 | 8 |
| nand3_1 | 9 |
| o221ai_1 | 2 |
| o21a_1 | 3 |
| o31ai_1 | 3 |
| xnor2_1 | 6 |
| dfxtp_1 | 4 |
| clkbuf_8 | 5 |
| nor3b_1 | 3 |
| nor2b_1 | 2 |
| conb_1 | 6 |
| nand2b_1 | 10 |
| a21o_1 | 2 |
| o21bai_1 | 2 |
| o22ai_1 | 4 |
| a311oi_1 | 3 |
| nand4_1 | 3 |
| a21oi_1 | 32 |
| a221oi_1 | 3 |
| inv_1 | 18 |
| or2_2 | 4 |
| clkdlybuf4s50_1 | 16 |
| ha_1 | 8 |
| nand2_1 | 19 |
| edfxtp_1 | 40 |
| a21boi_0 | 3 |
| nor2_1 | 40 |
| or3_1 | 4 |
-- state kept, by name (all words and copies together) (netlist names), 4 cells and up --
signal and count:
state 4, setupDone 7, count 6, setupCount 6
afterBlank 4
-- power groups by stage --
stage     Sequential (W)  Clock, W  Combinational (W)
4_1_cts         0.000715  0.000320           0.000636
5_1_grt         0.000737  0.000335           0.000722
6_report        0.000719  0.000310           0.000645
-- stage by stage --
stage | worst slack, ns | util | cells | total power [W] | instance area (sq um)
final | 1.58 | 0.350 | 458 | 0.00167 | 3280
after global placement | 1.47 | 0.339 | 451 | 0.00136 | 3180
after detailed placement | 1.38 | 0.339 | 451 | 0.00136 | 3180
after floorplan | 2.02 | - | 326 | 0.00117 | 2960
after CTS | 1.61 | 0.350 | 458 | 0.00167 | 3280
after global routing | 1.33 | 0.350 | 458 | 0.00179 | 3280
-- kinds of logic after synthesis --
kind of cell / Yosys count / synth area share
simple gates: 118 / 0.209
compound gates: 95 / 0.205
flops: 45 / 0.444
buf+inv: 39 / 0.0604
xor+xnor: 14 / 0.0417
fa+ha+maj: 8 / 0.0340
other cells: 2 / 0.00255
mux: 1 / 0.00340
-- critical path: cells and delay by family, from the launching register on --
family	cells	cell delay, ns
simple gates	5	1.58
flops	1	0.78
Power and IR drop assume default switching activity.
