**design/flow/design.v**
```verilog
`default_nettype none
module chargePump (
    input wire clk,
    input wire reset,
    output logic src_n,
    output logic snk,
    output logic test,
    output logic rst,
    output logic preChrg
    );
parameter   SNK = 0,
            SRC = 1,
            PRECHARGE= 2;
logic [3:0] state;
logic [5:0] count;
logic [5:0] count2;
always_ff @(posedge clk or posedge reset) begin
    if(reset)
        rst <= 1'b1;
    else
        rst <= 1'b0;
end
initial begin
    state = PRECHARGE;
    test = 0;
end
always_ff @(posedge clk) begin
    if (count2 > 10) begin
        test <= ~test;
        count2 <= 0;
    end
    else begin
        count2 <= count2 + 1;
    end
end
always_ff @(posedge clk or posedge reset) begin
    if(reset) begin
        state <= PRECHARGE;
    end else
        case(state)
            PRECHARGE: begin
                preChrg <= 1;
                snk <= 0;
                src_n <= 0;
                if (count > 10) begin
                    state <= SNK;
                    count <= 0;
                    preChrg <= 0;
                end
                else begin
                    count <= count + 1;
                end
            end
            SNK: begin
                src_n <= 0;
                snk <= ~snk;
                if (count > 5) begin
                    state <= SRC;
                    count <= 0;
                end
                else begin
                    count <= count + 1;
                end
            end
            SRC: begin
                snk <= 0;
                src_n <= ~src_n;
                if (count > 5) begin
                    state <= SNK;
                    count <= 0;
                end
                else begin
                    count <= count + 1;
                end
            end
        endcase
    end
endmodule
```
**design/flow/run.sh**
```bash
#!/bin/bash
# OpenROAD 26Q1-2900-gdf79404cd8, Yosys 0.63+post, stock flow scripts
make -C /OpenROAD-flow-scripts/flow DESIGN_CONFIG=/design/flow/config.mk WORK_HOME=/design/flow/orfs finish
```
**design/flow/constraint.sdc**
```tcl
current_design chargePump

set clk_period 2.2
set clk_io_pct 0.2

create_clock -name clk0 -period $clk_period [get_ports {clk}]

set non_clock_inputs [all_inputs -no_clocks]
set_input_delay [expr $clk_period * $clk_io_pct] -clock clk0 $non_clock_inputs
set_output_delay [expr $clk_period * $clk_io_pct] -clock clk0 [all_outputs]
```
**design/flow/config.mk**
```make
export PLATFORM = sky130hd
export DESIGN_NAME = chargePump
export DESIGN_NICKNAME = chargePump
export VERILOG_FILES = /design/flow/design.v
export SDC_FILE = /design/flow/constraint.sdc
export NUM_CORES = 4
export LEC_CHECK = 1
export CORE_AREA = 10 10 75 75
export DIE_AREA = 0 0 85 85
```
==> results.tsv <==
stage	metric	value	unit
routing	via_per_inst	3.55	
timing	rsz0062_at_grt	no	
timing	period_minus_slack	1.73	ns
floorplanning	die_y	85	um
floorplanning	core_area	0.00406	mm2
routing	first_pass_iters	2	
setup_path	worst_ep_required_time	2.34	ns
routing	drtIter0Drc	42	
cts	cts_resized	0	
cts	numCtsBuffers	3	
power	p_leak	0.000438	uW
power	switching_power	205	uW
hold_path	hold_class	in2async	
synth	synth-seq-area-share	0.588	
power	powerDensity	796	mW/mm2
synth	syn_avg_cell_area	12.1	um2
routing	drc	0	
layout	drive_above_1_share	0.106	
global_route	grt_use_total	0.0354	
routing	post_drt_wl_per_cell	8.81	um
placed_design	gp_congestion	0.720	
layout	fillers	404	
setup_path	path_cells	inv_1 > ha_1 > nor2_1 > nor4b_1 > a211o_1 > mux2_4	
cts	post-cts-setup-buffers	0	
routing	routed_wl	1190	um
cts	clkSinkCount	19	
power	total_power	827	uW
floorplanning	die-width	85	um
setup_path	cp.arrival	1.87	ns
global_route	overflow	0	
status	status	finished, final reports clean	
synth	synthCells	70	
timing	fin_setup_tns	0	ns
timing	fin_worst_skew	0.00401	ns
floorplanning	initial_core_util	0.209	
setup_path	worst_path_max_delay_cell	dfstp_2	
power	power_frac_seq	0.544	
cts	htree_levels	1	
layout	fin_util	0.256	
setup_path	crit_path_max_incr_delay	0.55	ns
synth	yosys_warnings	1	
global_route	grt_pass1_wl	2110	um
timing	fmax	0.579	GHz
placed_design	numPortBuffers	6	
power	p_int	622	uW
synth	ys_cells	70	
setup_path	cp_max_fo	4	
run	warnings	32	
layout	area_delta_synth_final	22.7	%
power	vdd_drop_max	0.566	mV
placed_design	hpwl	904	um
setup_path	end_kind	flop	
routing	ant_nets	0	
cts	clock_path_buffers	2	
global_route	grt_max_degree	13	
timing	setup_viol	0	
setup_path	crit_type	reg2reg	
timing	drv_slew	0	
global_route	first_global_vias	482	
layout	logic_area	338	um2
setup_path	crit_buf_inv	1	
floorplanning	dieArea	0.00723	mm2
routing	antenna-diode-count	0	
run	cap_violations	0	
synth	yosys_area	847	um2
setup_path	cp-start-kind	flop	
timing	finalHoldViolCount	0	
layout	ff_latch_area	498	um2
global_route	antenna_found_initial	0	
routing	vias	479	
synth	ys_types	21	
cts	cts_tree	built	
cts	hold_buffers	0	
power	power.share.clock	0.295	
power	power.share.combinational	0.161	
floorplanning	pin_count	7	
synth	syn_area	847	um2
floorplanning	rows	23	
setup_path	cp_top_family	flip-flops	
timing	period_used_share	0.785	
cts	cts-root-buf	clkbuf_8	
synth	ys_seq_elements	19	
cts	clk_latency	0.25	ns
cts	path_clk_slew	0.07	ns
power	swShare	0.248	
-- routing by layer --
metal  track usage  vias to the layer above  wire, um
li1              -                      253         -
met1        0.0453                      211       566
met4       0.00449                        0         8
met5             0                        -         0
met3        0.0308                        2       176
met2        0.0450                       13       438
-- cell families after synthesis --
group,share of synthesized area
and+or+nand+nor,0.136
DFF,0.588
adders and majority gates,0.148
buffers and inverters,0.0310
AOI/OAI and AO/OA,0.0340
xor gates and xnor gates,0.0414
other,0.00443
muxes,0.0177
-- cells in the mapped netlist, drive strengths merged --
cell	number	area [um2]
nand2	3	11.3
nor2	12	45.0
a21oi	1	5.00
nor2b	4	25.0
and2	1	7.51
nor4b	1	8.76
ha	10	125
o21ai	1	5.00
nor3b	1	7.51
mux2	1	15.0
conb	1	3.75
o211a	1	10.0
edfxtp	10	300
nand3	2	10.0
dfxtp	6	120
dfrtp	1	25.0
xnor2	2	17.5
xor2	2	17.5
a211o	1	8.76
dfstp	2	52.6
inv	7	26.3
-- state kept, by name, summed over array words and instances, names as in the netlist --
signal,flops
snk,1
rst,1
count2,6
src_n,1
preChrg,1
test,1
count,6
state,2
-- worst paths after layout --
check                           from        end  slack [ns]  depth (start not counted)
setup / recovery            state[1]   state[0]        0.47                          6
hold / removal                 reset   state[0]        0.40                          2
setup reg to reg            state[1]   state[0]        0.47                          6
hold reg to reg            count2[0]  count2[0]        0.47                          1
max in group asynchronous      reset   state[1]        1.58                          2
min in group clk0          count2[0]  count2[0]        0.47                          1
-- per-stage QoR --
stage / instances / instance area (um2) / hold slack (ns) / setup slack, ns
2_1_floorplan: 74 / 862 / 0.192 / 0.550
3_3_place_gp: 131 / 992 / 0.444 / 0.521
3_5_place_dp: 131 / 992 / 0.452 / 0.469
4_1_cts: 135 / 1040 / 0.405 / 0.458
5_1_grt: 135 / 1040 / 0.436 / 0.315
6_report: 135 / 1040 / 0.402 / 0.473
-- cell type report --
type / instances / area share
clock inverter: 1 / 0.00602
inverter: 7 / 0.0253
tap: 50 / 0.0602
clock buffer: 3 / 0.0397
timing repair buffer: 7 / 0.0650
sequential: 19 / 0.479
multi-input combinational: 48 / 0.325
-- cell usage in the layout (no fill, tap or decap), drive strengths merged --
cell type,instances
nor2,12
ha,10
edfxtp,10
inv,8
dfxtp,6
clkdlybuf4s50,6
conb,5
nor2b,4
nand2,3
clkbuf,3
nand3,2
xor2,2
xnor2,2
dfstp,2
o211a,1
nor3b,1
nor4b,1
a211o,1
and2,1
a21oi,1
o21ai,1
mux2,1
buf,1
dfrtp,1
-- power groups by stage --
stage                 clock (uW)  sequential [uW]  combinational, uW
after CTS                    252              450                135
final                        244              450                133
after global routing         276              458                159
Power is estimated from default activity; no workload was simulated.
